==> flow/design.v <==
module arithmatic
#( parameter bw=32)
(
	input wire [3:0]mode,
	input wire signed[bw-1:0]A,
	input wire signed[bw-1:0]B,
	output reg [bw-1:0]out_L
);
wire signed [bw-1:0] sum;
wire signed [bw-1:0] sub;
wire signed [2*bw-1:0] mul;
wire signed [bw-1:0] div;
assign sum = A + B;
assign sub = A - B;
assign mul = A * B;
assign div = B != 0 ? A / B : 0;
always@* begin
	case(mode) 
		4'b0000 : out_L = sum;
		4'b0001 : out_L = sub;
		4'b0010 : out_L = mul[bw-1:0];
		4'b0011 : out_L = div;
		default : out_L = 0;
	endcase
end
endmodule 
==> flow/run.sh <==
#!/bin/bash
# OpenROAD 26Q1-2900-gdf79404cd8, Yosys 0.63+post, stock flow scripts
make -C /OpenROAD-flow-scripts/flow DESIGN_CONFIG=/design/flow/config.mk WORK_HOME=/design/flow/orfs finish
==> flow/config.mk <==
export PLATFORM = sky130hd
export DESIGN_NAME = arithmatic
export DESIGN_NICKNAME = arithmatic
export VERILOG_FILES = /design/flow/design.v
export SDC_FILE = /design/flow/constraint.sdc
export NUM_CORES = 4
export LEC_CHECK = 1
export CORE_UTILIZATION = 30
==> flow/constraint.sdc <==
current_design arithmatic

set clk_period 320.9
set clk_io_pct 0.2

create_clock -name clk0 -period $clk_period

set non_clock_inputs [all_inputs -no_clocks]
set_input_delay [expr $clk_period * $clk_io_pct] -clock clk0 $non_clock_inputs
set_output_delay [expr $clk_period * $clk_io_pct] -clock clk0 [all_outputs]
==> changes_impl.md <==
### Changed

* Port Buf Inserts at 100
* Layout cell share with drive strength beyond 1 at 6.78%
* Final Power at 513 uW
* Worst-margin pin slew at 1250 ps
* CP max stage cell: nor3_1
* # clk buffers at 0
* WL per Instance at 23.3 um
* Worst Path Max Fanout at 33
* Final Wtd Congestion at 1.06
* HP Class: primary input to primary output
* Fmax at 0.00442 GHz
* Yosys Instances at 6713
* Number of global-route vias before repair at 47612
* Most used routing layer: met2
* Crit path required time at 256720 ps
* Seq/Total Area, Yosys at 0%
* MaxCap Viol Count at 0
* Status: complete, no violations
* Area Growth Syn to Fin at 8.54%
* Met1 Use GR at 35.8%
* Yosys chip area at 48700 sq um
* Synthesized instance count at 6713
* Setup ws final at 94410 ps
* Setup repair bufs after CTS at 0
* Cell area power density at 9.69 nW/um^2
* Unrepaired setup endpoints after global routing: no
* Int Power at 222 uW
* DPL Wire Length at 165 mm
* Layout Utilization at 32.9%
* Minimum clock period at 226490 ps
* Flop count at 0
* Total routed wirelength at 207 mm
* Switch share at 56.7%
* Number of fill cells at 16971
* Met3 usage at 4.82%
* Crit path DAT at 162310 ps
* Leak at 0.0247 uW
* Final Hold Viols at 0
* Largest net degree at the start of global routing at 56
* Fin. max-slew vios at 0
* Yosys Warn Count at 1
* Synthesized area at 48700 sq um
* Setup tns final at 0 ps
* CP dominant cell by count: a21oi_1
* DRC Markers at 0
* First-pass GRT wire length at 307 mm
* Initial DRC count at 3715
* Chip Width at 405 um
* Die Span Y at 405 um
* Floorplan Utilization at 30.3%
* Core ar. at 161000 sq um
* Worst path max stage delay at 1060 ps
* Vias after detailed routing at 49124
* Largest cells by area: ha_1, fa_1, nand2_1, xnor2_1, inv_1
* Hold_buf cts at 0
* Worst Hold Depth at 4
* # rows at 147
* Critical path type: primary input to primary output
* Final period util at 70.6%
* GR Util All Layers at 25.7%
* Mean Syn Cell Area at 7.26 sq um
* Crit end category: primary output
* Finish-stage setup viols at 0
* VDD IR max at 0.0288 mV
* Cell taking the most area after synthesis: ha_1
* DR pass1 iterations at 7
* Psw at 291 uW
* Setup crit start kind: primary input
* Grt ovf at 0
* Routed Antenna Nets at 0
* Vias/cell at 5.53
* Total die size at 164000 sq um
* Reg area at 0 sq um
* Top cell area share at 18.3%
* Setup WS pre-CTS at 96600 ps
* OpenROAD warnings at 34
* Met2 usage at 39.6%
* Cell Type Count at 109
* Initial antenna violation count at 5
* I/O pins at 100
* Slew Limit Headroom at 15.8%
* Post_cts resized at 0
[placed cells by master, fill, tap and decap left out, types with 23 or more instances in the layout]
cell,instances
a211oi_1,34
a21o_1,127
a21oi_1,417
a22oi_1,23
a31oi_1,56
and2_1,189
and3_1,37
buf_4,189
clkdlybuf4s50_1,87
fa_1,409
ha_1,714
inv_1,688
mux2_2,89
mux2i_1,49
nand2_1,827
nand2b_1,76
nand3_1,132
nand4_1,62
nor2_1,550
nor2b_1,80
nor3_1,167
nor4_1,29
o211ai_1,40
o21a_1,128
o21ai_0,301
o21bai_1,37
o31ai_1,56
o41ai_1,24
or2_2,49
or3_1,76
xnor2_1,329
xor2_1,198
[critical path: cells and delay by family]
kind,cells,cell delay (ps)
AND-OR/OR-AND,192,53080
AND/OR/NAND/NOR,96,25950
adder cells (fa/ha/maj),32,10010
buffers and inverters,22,5950
multiplexers,7,2510
XOR/XNOR,1,280
[power by group through the flow]
stage	clock network [uW]	logic, uW	registers (uW)
after CTS	0	517	0
after global routing	0	573	0
[layer usage]
layer / part of all wire, % / wire [um]
met1: 44 / 90400
met2: 44 / 90800
met3: 7.8 / 16100
met4: 4.7 / 9810
met5: 0.021 / 44
[cell usage after synthesis (all sizes together), types with 78 or more instances]
cell type,number
nor3,175
ha,714
fa,409
nor2,553
o21a,128
xor2,207
a21oi,421
a21o,127
nand3,132
and2,189
clkbuf,210
mux2,90
o21ai,320
inv,690
nand2,827
nor2b,80
buf,78
xnor2,337
[area by class of cell]
cell class,instances,area (sq um),area share (%)
Multi-Input combinational cell,5734,45200,85.5
Tap cell,2160,2700,5.11
Inverter,691,2590,4.90
Timing Repair Buffer,289,2350,4.45
Antenna cell,5,12.5,0.0237
[through the flow]
step                      hold WS [ps]  instance area (sq um)  instances
after detailed placement        129750                  52900       8874
after global routing            129740                  52900       8874
after global placement          129750                  52900       8874
after floorplan                 128510                  48700       6713
final                           129740                  52900       8879
after CTS                       129750                  52900       8874
[logic make-up after synthesis]
logic type,Yosys count,share of synthesized area [%]
and+or+nand+nor,2379,23.2
AOI/OAI and AO/OA,1547,21.0
xor gates and xnor gates,544,9.82
adders and majority gates,1123,35.1
muxes,141,3.15
buffers and inverters,979,7.69
[worst paths after layout]
path	startpoint	to	slack, ps
worst max-delay path	B[7]	out_L[24]	94410
worst min-delay path	mode[2]	out_L[0]	129740
No activity file was given, so power comes from the tool's default toggle rates.
