==> ./design.v <==
module partial(x,x_sel,x2_sel,neg,pp);
parameter w=16;
input wire [w-1:0]x;
input x_sel,x2_sel,neg;
output wire [w:0]pp;
wire [w:0]xj2;
wire [w:0]xj1;
assign xj2={x,1'b0};
assign xj1={x[w-1],x};
assign pp= {(w+1){neg}}^((xj1&{(w+1){x_sel}})|(xj2&{(w+1){x2_sel}}));
endmodule 
==> ./run.sh <==
#!/bin/bash
# OpenROAD 26Q1-2900-gdf79404cd8, Yosys 0.63+post, stock flow scripts
make -C /OpenROAD-flow-scripts/flow DESIGN_CONFIG=/design/flow/config.mk WORK_HOME=/design/flow/orfs finish
==> ./config.mk <==
export PLATFORM = sky130hd
export DESIGN_NAME = partial
export DESIGN_NICKNAME = partial
export VERILOG_FILES = /design/flow/design.v
export SDC_FILE = /design/flow/constraint.sdc
export NUM_CORES = 4
export LEC_CHECK = 1
export CORE_AREA = 10 10 70 70
export DIE_AREA = 0 0 80 80
==> ./constraint.sdc <==
current_design partial

set clk_period 1.0
set clk_io_pct 0.2

create_clock -name clk0 -period $clk_period

set non_clock_inputs [all_inputs -no_clocks]
set_input_delay [expr $clk_period * $clk_io_pct] -clock clk0 $non_clock_inputs
set_output_delay [expr $clk_period * $clk_io_pct] -clock clk0 [all_outputs]
==> reports/results.ini <==
[outcome]
status = finished, violations left
violations = negative setup slack

[sta]
tns_ns = -2.29
hold_ws_ns = 0.788
maxSlewHeadroom_pct = 89.5
rsz0062_at_grt = true
worst_slack_ns = -0.213
final-hold-violation-count = 0
worst_slew_pin_slew_ns = 0.157
drv_slew = 0
fin_crit_ns = 1.21
setup_viol = 16
period_used_pct = 121
max_clock_freq_ghz = 0.824

[route]
diodes = 0
wl_mm = 1.68
vias_per_cell = 3.57
wl_per_cell_microns = 12.5
vias = 478
route.detailed.drc = 0
drt_iter0_markers = 3
drt-pass1-iter-count = 3
ant_nets = 0

[power]
leakage_nw = 0.365
p_comb_share_pct = 100.0
power_frac_seq_pct = 0
clkPwrFrac_pct = 0
sw_frac_of_total_pct = 35.6
power_density_nw_per_um2 = 477
p_switching_mw = 0.150
ir_worst_vdd_mv = 0.188
internal_power_mw = 0.271

[min_path]
min_path_type = input port to output pin

[setup_path]
cp_data_required_time_ns = 0.80
cp_slowest_stage_delay_ns = 0.14
crit_fanout = 3
cp.arrival_ns = 1.01
worstSetupPathType = input port to output pin
crit_buf_inv = 5
worstSetupEndpointType = output pin
cp-start-kind = input port
cpLargestDelayFamily = buffers and inverters
crit_chain = buf_12 -> buf_12 -> buf_8 -> buf_6 -> o21ai_2 -> xnor2_1 -> buf_2
critPathMostFrequentCell = buf_12
cpMaxStageDelayCell = o21ai_2

[cells_and_area]
final_common_cell = buf_2
clockBufferCount = 0
area_growth_syn_to_layout_pct = 140
seq_area_sq_um = 0
layout-drive-gt1-share_pct = 64.8
flops = 0
lay_top_cells = buf_2 (18), xnor2_1 (17), a22oi_2 (15), dlygate4sd2_1 (8), buf_4 (7)
fillCellCount = 392
logic_area_sq_um = 349

[floorplanning]
die-area_sq_um = 6400
fp_util_pct = 10.8
row_count = 21
fp.coreArea_sq_um = 3420
die_h_microns = 80
die_x_microns = 80
io_pins = 36

[run]
drv_cap = 0
warning_count = 34

[grt]
grtUsageTotal_pct = 5.08
grt_max_degree = 8
grt_pass1_wl_mm = 2.66
antenna_found_initial = 0
grt_pass1_vias = 544
overflow = 0

[logic_synthesis]
synthCells = 39
syn_area_sq_um = 369
ys_cells = 39
syn_avg_cell_area_sq_um = 9.46
ys_area_sq_um = 369
ys_seq_share_pct = 0
yosysUniqueCellTypes = 8
yosys_warnings = 0

[clock_network]
ctsHoldBuffers = 0

[place]
port_buffers = 36
dpl_worst_slack_ns = -0.908
place.gp.congestion = 0.649
post-dp-hpwl_mm = 1.31

[cells in the mapped netlist]
library cell	instances	area, sq um
xnor2_1	17	149
buf_4	1	7.51
buf_6	3	33.8
a22oi_2	10	125
clkbuf_4	1	7.51
o21ai_1	1	5.00
nand2_1	1	3.75
a22oi_1	5	37.5
[power groups by stage]
stage | combinational (mW) | sequential (mW) | clock [mW]
6_report | 0.422 | 0 | 0
5_1_grt | 0.466 | 0 | 0
4_1_cts | 0.432 | 0 | 0
[tightest hold or removal path, stage by stage]
cell      delay [ns]
clkbuf_2        0.11
a22oi_2         0.05
xnor2_1         0.11
buf_2           0.11
[cell families (layout without fill, tap and decap cells)]
| logic type | count (synthesis) | in the layout | share of synthesized area (%) |
|---|---|---|---|
| AND-OR/OR-AND | 16 | 16 | 45.4 |
| XOR/XNOR | 17 | 17 | 40.3 |
| buffers and inverters | 5 | 54 | 13.2 |
| AND/OR/NAND/NOR | 1 | 1 | 1.02 |
[final timing paths]
kind                  start     end  slack, ns  cells after the start
worst max-delay path  x_sel  pp[16]      -0.21                      7
worst min-delay path   x[1]   pp[2]       0.79                      4
[per-layer routing]
layer / GRT usage [%] / up-vias / wire, microns
li1: - / 243 / -
met1: 6.20 / 211 / 695
met2: 8.51 / 24 / 753
met3: 2.27 / 0 / 230
met4: 0 / 0 / 0
met5: 0 / - / 0
[what timing repair did]
item                       in CTS  in global routing
pin swaps                      30                 27
buffers inserted               10                  1
resized                       110                  6
setup endpoints to repair      17                 16
cloned                          2                  0
[stage by stage]
step | cell area [sq um] | util [%] | instances | total power [mW]
global placement | 796 | 23.3 | 122 | 0.446
CTS | 892 | 26.1 | 134 | 0.432
finish | 885 | 25.9 | 134 | 0.422
floorplan | 369 | - | 39 | 0.154
detailed placement | 796 | 23.3 | 122 | 0.447
global route | 885 | 25.9 | 134 | 0.466
[final cells by class]
cell class | count | share of cell area, %
repair buffers | 54 | 54.0
multi-input cells | 34 | 39.5
well taps | 46 | 6.51
Power is estimated from default activity; no workload was simulated.
