File: design.v
module PISO
#(parameter bw= 32)
(
	input rst,
	input clk,
	input send,
	input wire [bw-1:0]data_in,
	output data_out
);
reg [bw-1:0]tmp;
assign data_out = tmp[bw-1];
always@(posedge clk)begin
	if(rst) tmp <= 0;
	if(send) tmp <= {tmp[bw-2:0], 1'b0};
	else tmp <= data_in;
end
endmodule 
File: run.sh
#!/bin/bash
# OpenROAD 26Q1-2900-gdf79404cd8, Yosys 0.63+post, stock flow scripts
make -C /OpenROAD-flow-scripts/flow DESIGN_CONFIG=/design/flow/config.mk WORK_HOME=/design/flow/orfs finish
File: config.mk
export PLATFORM = sky130hd
export DESIGN_NAME = PISO
export DESIGN_NICKNAME = PISO
export VERILOG_FILES = /design/flow/design.v
export SDC_FILE = /design/flow/constraint.sdc
export NUM_CORES = 4
export LEC_CHECK = 1
export CORE_AREA = 10 10 110 110
export DIE_AREA = 0 0 120 120
File: constraint.sdc
current_design PISO

set clk_period 1.4
set clk_io_pct 0.2

create_clock -name clk0 -period $clk_period [get_ports {clk}]

set non_clock_inputs [all_inputs -no_clocks]
set_input_delay [expr $clk_period * $clk_io_pct] -clock clk0 $non_clock_inputs
set_output_delay [expr $clk_period * $clk_io_pct] -clock clk0 [all_outputs]
==> notes.md <==
flow finished, numbers: antenna violations before repair=0, crit path from=tmp[31]$_DFF_P_, slowest cell delay on critical path=0.46 ns, DP Worst Slack=0.312 ns, yosys aoi share=0%, cells resized by post-CTS repair=0, Post-CTS Hold Fix Bufs=0, Synth top cell by count=dfxtp_1, power per cell area=1170 nW/um^2, maximum clock path buffer count=2, post-route ant nets=0, Dominant Register Cell=dfxtp_1, Syn Area/Cell=17.3 sq um, clk root buf=clkbuf_8, RR Endpoint=tmp[21]$_DFF_P_, Synth Cell Area=1180 sq um, top cells, area=dfxtp_1 (54%), mux2_4 (37%), buf_12 (5.1%), yosys warns=1, Routed WL=2270 um, Simple Share, Synth=less than 1%, HP Class=primary input to register, Clock Pin Slew Worst Setup and Hold Paths=0.07 ns, CP arrival=1.04 ns, Post-synth mux share=38.9%, WP buf/inv=1, grt ovf=0, share of layout cells above drive strength 1=38.0%, Pins Over Slew Limit=0, Worst path slowest cell=clkdlybuf4s50_1, drt pass-1 iters=2, status=finished, final reports clean, Post-CTS Setup Inserts=0, Placed Instance Area=1650 sq um, worst hold margin=between 0.4 and 0.5 ns, CP Data Required Time=approximately 1.1 ns, stage-log warning count=26, GRT Max-Usage Layer=met2, Synth flops=32, worst clock skew=~0.0066 ns, clk ins delay skew pair=0.28 ns, Area growth, synth to finish=47.6%, core area=around 9800 sq um, Worst Setup Slack, final=0.0849 ns, Reg with most FFs=tmp, global-route wire length before repair=3460 um, Antenna diodes=0, YS chip area=between 1000 and 1500 sq um, CTS tree=done, most area-hungry cell type in the Yosys netlist=dfxtp_1, DRC=0, CP Capture Type=primary output, setup slack, reg-to-reg=roughly 0.7 ns, largest registers=tmp: 32 flops, Post-Route Setup TNS=0 ns, CTS Sinks=32, worst r2r src=tmp[20]$_DFF_P_, Worst-Margin Slew=0.151 ns, routed length per instance=9.42 um, VDD IR max=approximately 0.00028 V, setup violators final=0, chip area=14400 sq um, First DRT Iteration DRCs=17, element type at the critical path start=register, CTS buffer count=5, RSZ-0062 raised after global routing=false, met3 Use GR=between 2 and 2.5%, input/output buffers=34, crit-path cells=clkdlybuf4s50_1, Post-Syn Instances=68, ys async rst share=0%, total number of vias=607, Max Freq=760 MHz, aggregate global-route resource usage=approximately 3.1%, Synth Seq Share=a little over half, flip-flops with a built-in enable=0, grt met1 use=4.01%, yosys cell count=slightly below 70, Worst Reg-to-Reg Cells=1, XOR/XNOR Area Share=0%, DP Wirelength=1690 um, I/O pins=36, Init Core Util=12.0%, H-tree depth=2, filler cell count=1068, CP delay by family, top=buffers and inverters, CP Depth=1, Top cell area share=about 54%, Fin. Hold Viols=0, largest net degree at the start of global routing=19, die height=120 um, via-per-instance ratio=2.52, GR met2 Demand/Resource=4.40%, Largest logic family=multiplexers, Pwr Total=2.02 mW, kind of critical path=register to primary output, cycle use final=between 90 and 100%, LEAKAGE=0.712 nW, die extent in x=120 um, relative slew slack=90.0%, max FFs per register=32, max-cap violation count=0, vias in the first global route=668, CP endpoint=data_out, design area=1740 sq um, row count=36, Final GP Congestion=0.665, Commonest cells post-synth=dfxtp_1 (32), mux2_4 (29), buf_12 (3), FA/HA/MAJ Cells, Area Fraction=0%, fin crit period=1.32 ns, Critical Path Fanout Max=1, Yosys cell types=6
worst min path at each step:
stage / startpoint / depth (start not counted) / end / slack, ns
after global routing: send / 3 / tmp[0]$_SDFF_PP0_ / 0.42
final: send / 3 / tmp[0]$_SDFF_PP0_ / 0.41
after CTS: send / 3 / tmp[0]$_SDFF_PP0_ / 0.41
cell families after synthesis:
family        Yosys count
flops                  32
mux                    31
buf+inv                 4
simple gates            1
placed cells by master, fill, tap and decap left out:
master | netlist | routed
clkdlybuf4s50_1 | 0 | 33
nor2b_1 | 1 | 1
clkbuf_1 | 0 | 1
clkbuf_8 | 0 | 5
mux2_4 | 29 | 29
clkinvlp_4 | 0 | 1
dfxtp_1 | 32 | 32
clkinv_4 | 0 | 1
buf_12 | 3 | 2
mux2_2 | 2 | 2
buf_2 | 0 | 1
where the power goes:
group	internal, mW	switching (mW)
Clock	0.353	0.358
Combinational	0.221	0.0578
Sequential	1.00	0.0268
Total	1.58	0.443
area by class of cell:
cell class	count	area [sq um]	share of cell area, %
clock buffer	6	72.6	4.18
clock inverter	2	16.3	0.937
multi-input combinational	32	464	26.7
sequential	32	641	36.9
tap	133	166	9.59
timing repair buffer	36	375	21.6
through the flow:
stage / utilization (%) / std cells
3_3_place_gp: 16.8 / 233
3_5_place_dp: 16.8 / 233
2_1_floorplan: - / 68
6_report: 17.8 / 241
4_1_cts: 17.8 / 241
5_1_grt: 17.8 / 241
routing by layer:
metal	wire length [um]	vias to the layer above	part of all wire (%)
met5	0	-	0
met4	0	0	0
met3	242	0	11
met2	944	26	42
met1	1080	273	48
li1	-	308	-
No activity file was given, so power comes from the tool's default toggle rates.
